$ cat ./config.mk
export PLATFORM = sky130hd
export DESIGN_NAME = top
export DESIGN_NICKNAME = top
export VERILOG_FILES = /design/flow/design.v
export SDC_FILE = /design/flow/constraint.sdc
export NUM_CORES = 4
export LEC_CHECK = 1
export CORE_AREA = 10 10 198 198
export DIE_AREA = 0 0 208 208
export SYNTH_HDL_FRONTEND = slang
$ cat ./constraint.sdc
current_design top

set clk_period 2.5
set clk_io_pct 0.2

create_clock -name clk0 -period $clk_period [get_ports {clk_2}]

set non_clock_inputs [all_inputs -no_clocks]
set_input_delay [expr $clk_period * $clk_io_pct] -clock clk0 $non_clock_inputs
set_output_delay [expr $clk_period * $clk_io_pct] -clock clk0 [all_outputs]
$ cat ./design.v
parameter NINSTR_BITS = 32;
parameter NBITS_TOP = 8, NREGS_TOP = 32, NBITS_LCD = 64;
module top(input  logic clk_2,
           input  logic [NBITS_TOP-1:0] SWI,
           output logic [NBITS_TOP-1:0] LED,
           output logic [NBITS_TOP-1:0] SEG,
           output logic [NBITS_LCD-1:0] lcd_a, lcd_b,
           output logic [NINSTR_BITS-1:0] lcd_instruction,
           output logic [NBITS_TOP-1:0] lcd_registrador [0:NREGS_TOP-1],
           output logic [NBITS_TOP-1:0] lcd_pc, lcd_SrcA, lcd_SrcB,
             lcd_ALUResult, lcd_Result, lcd_WriteData, lcd_ReadData, 
           output logic lcd_MemWrite, lcd_Branch, lcd_MemtoReg, lcd_RegWrite);
logic[3:0] num_carros;
logic[1:0] cancela_entrada;
logic cancela_saida;
parameter q0=0, q1=1, q2=2, q3=3, q4=4;
logic[3:0] estado_atual;
logic clk_1;
logic reset;
always_comb begin
	cancela_entrada <= SWI[1:0];
	cancela_saida <= SWI[7];
	reset <= SWI[6];
end
always_ff @(posedge clk_2) begin
	clk_1 <= ~clk_1;
	if (reset) begin
		estado_atual <= q0;
		num_carros <= 0;
	end
	unique case (estado_atual)
		q0: if(cancela_entrada > 1 && num_carros < 10) estado_atual <= q1; else if (cancela_saida && num_carros > 0) estado_atual <= q3;
		q1: if(cancela_entrada < 2) estado_atual <= q2;
		q2: begin
			num_carros <= num_carros + 1;
			estado_atual <= q0;
		end
		q3: if(!cancela_saida) estado_atual <= q4;
		q4: begin
			num_carros <= num_carros - 1;
			estado_atual <= q0;
		end
	endcase
end
always_comb begin
	LED[6:3] <= num_carros;
	LED[0] <= cancela_entrada;
	LED[1] <= cancela_saida;
	LED[7] <= clk_1;
end
endmodule
$ cat ./run.sh
#!/bin/bash
# OpenROAD 26Q1-2900-gdf79404cd8, Yosys 0.63+post, stock flow scripts
make -C /OpenROAD-flow-scripts/flow DESIGN_CONFIG=/design/flow/config.mk WORK_HOME=/design/flow/orfs finish
==> flow_summary.json <==
{
  "diodes": 0,
  "die_h_um": 208,
  "min_from": "clk_1$_DFF_P_",
  "total_leakage_power_nw": 1.85,
  "vias": 1681,
  "grt_max_degree": 10,
  "grt_pass1_wl_um": 11000,
  "drtPass1Iterations": 4,
  "ff_type": "dfxtp_1",
  "antenna_left": 0,
  "pin_count": 501,
  "finalCriticalPeriod_ns": 2.09,
  "hold_viol": 0,
  "cts.sinks": 9,
  "use_met2_pct": 5.59,
  "fin_hold_ws_ns": 0.375,
  "dpl_cell_area_um2": 2990,
  "fmax_ghz": 0.479,
  "period_used_pct": 83.6,
  "synth_cell_type_count": 30,
  "final_cells": 1005,
  "grt.total_usage_pct": 2.90,
  "fp.dieW_um": 208,
  "dieArea_um2": 43300,
  "p_total_mw": 0.965,
  "netlist_area_um2": 4200,
  "rsz0062_at_grt": "false",
  "cts_made_buffers": 3,
  "skew_ns": 0.00170,
  "viasPerCell": 1.67,
  "crit_start": "SWI[7]",
  "htree_levels": 1,
  "warnings": 29,
  "syn_avg_cell_area_um2": 7.73,
  "placed_cells": 1001,
  "setup_viol": 0,
  "synth_warnings": 485,
  "drt_iter0_drc": 18,
  "post-dp-hpwl_um": 7870,
  "drc": 0,
  "core_um2": 34700,
  "synth-async-reset-ratio_pct": 0,
  "r2r-start": "estado_atual[2]$_DFF_P_",
  "top_area_cell": "buf_4",
  "clock-root-buffer": "clkbuf_16",
  "ctsResizeCount": 0,
  "grt_pass1_vias": 2147,
  "fin_setup_tns_ns": 0,
  "io_buffers": 9,
  "grt_util_met1_pct": 2.12,
  "syn_inst": 543,
  "cp_slowest_cell": "clkdlybuf4s50_1",
  "met3_usage_pct": 2.28,
  "clkLatencyLatePin_ns": 0.23,
  "gp_congestion": 0.795,
  "cellPowerDensity_nw_per_um2": 314,
  "crit_top_cell": "clkdlybuf4s50_1",
  "crit_buf_inv": 2,
  "grt-ovfl-total": 0,
  "antenna_found_initial": 0,
  "crit_path_max_incr_delay_ns": 0.58,
  "status": "finished, final reports clean",
  "critPathTopFamily": "buffers and inverters",
  "clock_tree.buffer_depth": 2,
  "synth_flops": 9,
  "yosysChipArea_um2": 4200,
  "path_class": "input port to output port",
  "hold_class": "register to register",
  "crit_arrival_ns": 1.59,
  "routedWlPerCell_um": 8.13,
  "cap_viol_max_count": 0,
  "cts_tree": "yes",
  "cp_max_fo": 5,
  "drt_wl_total_um": 8180,
  "core.rowCount": 68,
  "synth_top_area_share_pct": 87.3,
  "hold_buffers": 0,
  "synth-edff-count": 4,
  "seq_area_frac_synth_pct": 5.25,
  "start_kind": "input port",
  "drive_gt1_share_pct": 1.45,
  "yosysCellCount": 543,
  "most_common_cell": "buf_4",
  "finalInstanceArea_um2": 3070,
  "cts_setup_buffers": 0,
  "clk_pin_slew_worst_paths_ns": 0.04,
  "peakVddDrop_v": 0.000248,
  "end_kind": "output port",
  "drv_slew": 0,
  "area_delta_synth_final_pct": -26.8,
  "common_cells": "buf_4, nor2_1, dfxtp_1",
  "required_ns": 2.00,
  "fp_util_pct": 12.1,
  "area_leaders": "buf_4, edfxtp_1, dfxtp_1",
  "busiest_layer": "met2",
  "path_cells": "clkdlybuf4s50_1 > clkdlybuf4s50_1"
}
## final timing paths
kind / end / slack, ns / cells past startpoint
hold reg to reg: clk_1$_DFF_P_ / 0.37 / 1
setup reg to reg: num_carros[2]$_SDFFCE_PN0P_ / 0.61 / 7
hold / removal: clk_1$_DFF_P_ / 0.37 / 1
setup / recovery: LED[1] / 0.41 / 2
## area by class of cell
class | instances | area (µm²)
tap | 455 | 569
sequential | 9 | 220
inverter | 4 | 15.0
fill | 4002 | 31600
multi-input combinational | 524 | 2100
timing repair buffer | 9 | 90.1
clock inverter | 1 | 5.00
clock buffer | 3 | 75.1
## metal layers
| layer | vias to the layer above | part of all wire (%) |
|---|---|---|
| li1 | 704 | - |
| met2 | 242 | 54 |
| met3 | 18 | 17 |
| met5 | - | 0 |
| met1 | 717 | 27 |
| met4 | 0 | 1.7 |
## power by group
part	leakage (nW)	internal, mW	total (mW)	switching [mW]
Clock	0.0409	0.211	0.279	0.0684
Sequential	0.0836	0.222	0.314	0.0915
Combinational	1.72	0.176	0.373	0.197
## cells in the final DEF (no fill, tap or decap), drive strengths merged, types with 2 or more instances in the layout
| master | count |
|---|---|
| dfxtp | 5 |
| mux2i | 2 |
| o32ai | 2 |
| inv | 4 |
| edfxtp | 4 |
| a21oi | 2 |
| xnor2 | 2 |
| nor2 | 6 |
| clkbuf | 3 |
| o21ai | 2 |
| conb | 485 |
| nand2 | 4 |
| or3 | 3 |
| and3 | 2 |
| xor2 | 2 |
| nor3 | 2 |
| clkdlybuf4s50 | 9 |
## cell families after synthesis
logic type      share of synthesized area, %
other cells                           0.0893
xor+xnor                               0.835
simple gates                            2.89
mux                                    0.477
fa+ha+maj                              0.298
compound gates                          2.15
flops                                   5.25
buf+inv                                 88.0
## metrics by stage
step / setup slack [ns] / util [%]
after detailed placement: 0.420 / 8.63
after floorplan: 0.777 / -
after global placement: 0.405 / 8.63
after global routing: 0.392 / 8.86
after CTS: 0.413 / 8.86
final: 0.411 / 8.86
## registers in the layout (all words and copies together) (netlist names)
register      flops
estado_atual      4
num_carros        4
clk_1             1
Power figures rest on the tool's default switching activity, not on a simulated workload.
